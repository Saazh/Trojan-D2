## config.mk

```make
export PLATFORM = sky130hd
export DESIGN_NAME = isram
export DESIGN_NICKNAME = isram
export VERILOG_FILES = /design/flow/design.v
export SDC_FILE = /design/flow/constraint.sdc
export NUM_CORES = 4
export LEC_CHECK = 1
export CORE_UTILIZATION = 50
export SYNTH_MEMORY_MAX_BITS = 65536
```

## constraint.sdc

```tcl
current_design isram

set clk_period 229.4
set clk_io_pct 0.2

create_clock -name clk0 -period $clk_period [get_ports {clk}]

set non_clock_inputs [all_inputs -no_clocks]
set_input_delay [expr $clk_period * $clk_io_pct] -clock clk0 $non_clock_inputs
set_output_delay [expr $clk_period * $clk_io_pct] -clock clk0 [all_outputs]
```

## design.v

```verilog
`timescale 1ns/1ns
module isram #(parameter m = 10, n = 8) 
			(input clk, w_en,
			input [m-1:0] addr, 
			input [n-1:0] data,
			output [4*(n)-1:0] inst);
	parameter mem_size = 2**m;  
	reg [n-1:0] ISRAM [0:mem_size-1];
	always @(posedge clk) begin
		if (w_en)
			ISRAM[addr] <= data;
	end
	assign inst = {{ISRAM[addr],ISRAM[addr+1]},{ISRAM[addr+2],ISRAM[addr+3]}};
endmodule
```

## run.sh

```bash
#!/bin/bash
# OpenROAD 26Q1-2900-gdf79404cd8, Yosys 0.63+post, stock flow scripts
make -C /OpenROAD-flow-scripts/flow DESIGN_CONFIG=/design/flow/config.mk WORK_HOME=/design/flow/orfs finish
```

==> flow_metrics.tcl <==
# collected from the flow reports
set metrics [dict create \
    setup_viol 0 \
    met1_usage 0.561 \
    io_pins 52 \
    fmax_mhz 9.69 \
    top_regs "ISRAM (8192)" \
    synthTopCellsByArea "edfxtp_1, mux4_2, nand2_1, mux2i_1, buf_2" \
    synth_flops 8192 \
    core_area_um2 1030000 \
    overflow 0 \
    syn-instance-count 28900 \
    drv_cap 14 \
    die_h_mm 1.02 \
    run_status "finished, violations left" \
    timing.final.crit_period_ns 103.15 \
    grt_pass1_wl_mm 3370 \
    peakVddDrop_mv 0.00769 \
    ff_type "edfxtp_1" \
    hp-class "primary input to register" \
    top_register "ISRAM" \
    clockBufferDepth 5 \
    setup-tns-final_ns 0 \
    violations "antenna violations, max-capacitance violations, max-slew violations" \
    dp_hpwl_mm 1820 \
    dieArea_um2 1030000 \
    hold_viol_final 0 \
    yosysTopAreaCellShare 0.478 \
    portBuffers 51 \
    synthTopCellsByCount "mux4_2, edfxtp_1, nand2_1" \
    finalWeightedCongestion 1.10 \
    first_pass_iters 7 \
    crit_buf_inv 12 \
    rsz0062_at_grt "no" \
    worst_pin_slew_ns 1.87 \
    path_class "primary input to output pin" \
    ys_cells 28900 \
    dr.first_iter.drc_count 36000 \
    syn_area_per_cell_um2 17.8 \
    tool_warnings 79 \
    synth_cell_types 91 \
    cts_setup_buffers 0 \
    clk_pin_slew_ns 0.06 \
    placementRows 372 \
    power.leakage_nw 182 \
    layout-drive-gt1-share 0.459 \
    slowest_stage "nand4_1" \
    ctsHtreeMaxLevel 6 \
    postCtsResizedCells 0 \
    async_flop_share 0 \
    fp-utilization 0.502 \
    cts_num_sinks 8192 \
    synth.most_common_cell "mux4_2" \
    min_to "ISRAM[862][3]" \
    final_max_slew_viol_count 39 \
    edf_count 8192 \
    clock-root-buffer "clkbuf_16" \
    cts_buffers 929 \
    largest_area_cell "edfxtp_1" \
    netlist_area_um2 515000 \
    ant_nets 1 \
    min_path_cells 1 \
    largest_reg_flops 8192 \
    crit_path_start_kind "primary input" \
    holdBufCountCts 0 \
    yosys_warnings 1 \
    vias 364000 \
    wl_per_cell_um 56.7 \
    syn_to_final_growth_pct 12.0 \
    power_density_nw_per_um2 7.02 \
    met3_usage 0.552 \
    critPathRequiredTime_ns 183.52 \
    busiest_layer "met2" \
    cts_tree "built" \
    wl_mm 2580 \
    crit_arrival_ns 57.27 \
    cp-end-kind "output pin" \
    synth.yosys.seq_area_share 0.478 \
    slowest_delay_ns 1.30 \
    die_x_mm 1.02 \
    antenna_found_initial 510 \
    grt_start_max_net_pins 114 \
    grt_pass1_vias 370000 \
    placedCellCount 42600 \
    drc_errors 0 \
    crit_top_cell "buf_4" \
    period_used_share 0.450 \
    stdcell_count 45500 \
    maxSlewHeadroom -0.247 \
    cp_max_fo 99 \
    path_delay_family "buffers and inverters" \
    grtUsageMet2 0.650 \
    hp-start "data[3]" \
    grt_usage 0.561 \
    routed_via_density 8.00 \
    ys_area_um2 515000 \
    crit_path_cell_trace "buf_16, buf_12, buf_4, buf_4, buf_4, buf_4, buf_4, buf_4, buf_4, buf_12, mux4_2, mux4_2, mux2i_1, o22ai_1, o31ai_2, buf_4, a22o_1, nand4_1, clkdlybuf4s50_1" \
]
## through the flow
step	hold WS [ns]	cell area [um^2]	power, W	setup slack [ns]	util
final	45.04	577000	0.00405	126.25	0.562
after CTS	45.04	574000	0.00400	127.09	0.559
after detailed placement	46.34	543000	0.00246	127.12	0.529
after global routing	45.07	576000	0.00409	126.20	0.561
after floorplan	45.98	515000	0.00210	132.92	-
after global placement	46.34	543000	0.00246	126.87	0.529
## power breakdown
group	internal [W]	total, W	leakage (nW)	switching, W
combinational	0.000279	0.000833	93.3	0.000554
sequential	0.00165	0.00165	73.6	0.000000816
clock	0.000907	0.00157	15.2	0.000661
total	0.00283	0.00405	182	0.00122
## worst max path at each step
stage         cells past startpoint       end  slack, ns  startpoint
CTS                              20   inst[8]     127.09     addr[0]
global route                     19  inst[13]     126.20     addr[0]
finish                           19  inst[13]     126.25     addr[0]
## cell type report
cell class | count | area, um^2
Tap cell | 13700 | 17100
Clock buffer | 1090 | 24100
Multi-Input combinational cell | 17600 | 255000
Antenna cell | 1132 | 2830
Timing Repair Buffer | 3152 | 24900
Clock inverter | 631 | 7160
Inverter | 12 | 85.1
Sequential cell | 8192 | 246000
Fill cell | 77100 | 449000
## layer usage
layer / share of wire / up-vias
met4: 0.10 / 671
met3: 0.24 / 8535
li1: - / 131000
met5: 0.014 / -
met2: 0.40 / 38000
met1: 0.25 / 185000
## cells in the final DEF, fill, tap and decap left out, types with 76 or more instances in the layout
cell,instances
and3_1,179
buf_12,81
nor2_2,154
a21oi_1,366
nand2_1,2790
a22oi_1,335
diode_2,1132
a31oi_1,183
a311oi_1,179
buf_4,3011
clkbuf_1,149
clkinv_1,200
mux2i_1,804
o221ai_1,76
o21ai_0,174
clkinv_2,178
bufinv_16,142
nand4_1,103
clkbuf_16,941
edfxtp_1,8192
a32oi_1,116
o22ai_1,196
nand3_1,790
a221oi_1,131
a22o_1,106
mux4_2,9091
nor2_1,979
## kinds of logic (layout without fill, tap and decap cells)
kind of cell / Yosys count / after routing / synth area share
AND-OR/OR-AND: 2297 / 2297 / 0.0321
adder cells (fa/ha/maj): 8 / 8 / 0.000194
XOR/XNOR: 36 / 36 / 0.000692
buffers and inverters: 3100 / 4885 / 0.0323
flip-flops: 8192 / 8192 / 0.478
AND/OR/NAND/NOR: 5335 / 5335 / 0.0431
multiplexers: 9927 / 9927 / 0.414
other: 0 / 1132 / 0
Power figures rest on the tool's default switching activity, not on a simulated workload.
